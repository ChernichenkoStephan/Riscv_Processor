[design.v]
module hex_decoder (
	input 			  [3:0] 	hex_i	,
	output reg 		[6:0]		hex_o
	);
always@( * )
  begin
    case ( hex_i[3:0] )
      4'd0  : hex_o = 7'b1000000;
      4'd1  : hex_o = 7'b1111001;
      4'd2  : hex_o = 7'b0100100;
      4'd3  : hex_o = 7'b0110000;
      4'd4  : hex_o = 7'b0011001;
      4'd5  : hex_o = 7'b0010010;
      4'd6  : hex_o = 7'b0000010;
      4'd7  : hex_o = 7'b1111000;
      4'd8  : hex_o = 7'b0000000;
      4'd9  : hex_o = 7'b0010000;
      4'd10 : hex_o = 7'b0001000;
      4'd11 : hex_o = 7'b0000011;
      4'd12 : hex_o = 7'b1000110;
      4'd13 : hex_o = 7'b0100001;
      4'd14 : hex_o = 7'b0000110;
      4'd15 : hex_o = 7'b0001110;
    endcase
	end
endmodule
[run.sh]
#!/bin/bash
# OpenROAD 26Q1-2900-gdf79404cd8, Yosys 0.63+post, stock flow scripts
make -C /OpenROAD-flow-scripts/flow DESIGN_CONFIG=/design/flow/config.mk WORK_HOME=/design/flow/orfs finish
[config.mk]
export PLATFORM = sky130hd
export DESIGN_NAME = hex_decoder
export DESIGN_NICKNAME = hex_decoder
export VERILOG_FILES = /design/flow/design.v
export SDC_FILE = /design/flow/constraint.sdc
export NUM_CORES = 4
export LEC_CHECK = 1
export CORE_AREA = 10 10 70 70
export DIE_AREA = 0 0 80 80
export SYNTH_HDL_FRONTEND = slang
[constraint.sdc]
current_design hex_decoder

set clk_period 1.2
set clk_io_pct 0.2

create_clock -name clk0 -period $clk_period

set non_clock_inputs [all_inputs -no_clocks]
set_input_delay [expr $clk_period * $clk_io_pct] -clock clk0 $non_clock_inputs
set_output_delay [expr $clk_period * $clk_io_pct] -clock clk0 [all_outputs]
==> impl_metrics.tcl <==
# metrics dict for downstream scripts
set metrics [dict create \
    status "finished, violations left" \
    violations "setup timing" \
    critPathArrivalTime_ns 1.26 \
    timing.final.ws_setup_ns -0.299 \
    first_global_vias 377 \
    layout-area-overhead-vs-synth_pct 136 \
    avgViaCountPerCell 3.14 \
    warnings 41 \
    wire_per_inst_um 9.48 \
    routabilityCongestion 0.848 \
    cts_hold_buf 0 \
    drive_above_1_share 0.768 \
    leakage_nw 0.285 \
    p_sw_frac 0.403 \
    wl_um 967 \
    drc_errors 0 \
    ys_chip_area_um2 275 \
    seqPwrFrac 0 \
    crit_path_start_kind "input pin" \
    grt_max_degree 8 \
    grt_pass1_wl_um 1770 \
    fmax_ghz 0.667 \
    min_period_ns 1.50 \
    worstSetupEndpointType "output port" \
    area_leaders "ha_1 32%, mux2i_1 15%, mux4_1 9.5%" \
    antenna_cells 0 \
    overflow 0 \
    clock_buffers 0 \
    rsz0062_at_grt "true" \
    hold_ws_ns 0.922 \
    ys_seq_frac 0 \
    die_area_um2 6400 \
    power.switching_mw 0.0819 \
    ys_warn_count 0 \
    syn_avg_cell_area_um2 8.60 \
    p_comb_frac 1.000 \
    finalClockPeriodUsage 1.25 \
    yosysMostFrequentCell "ha_1" \
    cap_violations 0 \
    ys_cells 32 \
    regArea_um2 0 \
    die.size.y_um 80 \
    antenna_found_initial 0 \
    p_int_mw 0.121 \
    syn-cell-area_um2 275 \
    dr.first_iter.drc_count 2 \
    hold_viol 0 \
    num_io_pins 11 \
    yosys.area.top_type "ha_1" \
    port_buffers 11 \
    p_per_area_nw_per_um2 313 \
    coreArea_um2 3420 \
    gr-usage-all-layers 0.0331 \
    fin_util 0.190 \
    netlist_instances 32 \
    hold_class "in -> out" \
    fp-row-count 21 \
    synthDistinctLibCells 15 \
    synthTopCellsByCount "7 x ha_1, 5 x nor2_1, 4 x mux2i_1" \
    cp_max_fo 5 \
    power_frac_clock 0 \
    ir_worst_vdd_uv 96.4 \
    dp_hpwl_um 711 \
    cp.required_ns 0.96 \
    dr.pass1.iters 3 \
    tightest_slew_ns 0.152 \
    ant_nets 0 \
    final-setup-viol-count 7 \
    slew_headroom 0.895 \
    critPathKind "in -> out" \
    vias 320 \
    seq_cells 0 \
    tns_ns -1.27 \
    drv_slew 0 \
    die_x_um 80 \
    top_cell_area_share 0.318 \
    floorplan.core_util 0.0806 \
]
## kinds of logic (layout without fill, tap and decap cells)
kind of cell             Yosys count  in the layout  synth area share
AND/OR/NAND/NOR                    8              8             0.145
AND-OR/OR-AND                      6              6             0.155
multiplexers                       6              6             0.282
buffers and inverters              5             29             0.100
adder cells (fa/ha/maj)            7              7             0.318
## worst max-delay path, cell delays in order
cell     delay, ns
buf_12        0.11
inv_12        0.05
ha_4          0.11
and2b_2       0.21
or3b_1        0.34
o21ai_1       0.08
buf_2         0.11
## worst paths after layout
check | cells after the start | slack, ns | startpoint | to
worst max-delay path | 7 | -0.30 | hex_i[1] | hex_o[0]
worst min-delay path | 3 | 0.92 | hex_i[3] | hex_o[3]
## final cells by class
class | count | area, um2
Fill cell | 382 | 2770
Multi-Input combinational cell | 27 | 339
Timing Repair Buffer | 26 | 221
Tap cell | 46 | 57.6
Inverter | 3 | 31.3
## metal layers
metal / global-route usage / vias up / part of all wire
met1: 0.0337 / 154 / 0.38
met2: 0.0690 / 4 / 0.58
met4: 0.00528 / 0 / 0.020
li1: - / 160 / -
met3: 0.00341 / 2 / 0.017
met5: 0 / - / 0
## power groups by stage
stage     combinational [mW]  sequential, mW  clock (mW)
5_1_grt                0.225               0           0
4_1_cts                0.197               0           0
6_report               0.203               0           0
## layout by cell type, fill, tap and decap left out
| cell type | Yosys | layout |
|---|---|---|
| nor2_2 | 0 | 3 |
| inv_2 | 0 | 1 |
| mux2i_1 | 4 | 3 |
| and2b_2 | 1 | 1 |
| mux2i_2 | 0 | 1 |
| o21ai_1 | 0 | 2 |
| mux2_4 | 0 | 1 |
| a32o_2 | 0 | 1 |
| dlygate4sd2_1 | 0 | 1 |
| inv_8 | 0 | 1 |
| nor2_1 | 5 | 2 |
| buf_6 | 1 | 6 |
| or3b_1 | 1 | 1 |
| ha_4 | 0 | 6 |
| a22o_1 | 2 | 2 |
| buf_4 | 0 | 8 |
| mux4_2 | 0 | 1 |
| buf_12 | 0 | 2 |
| inv_12 | 0 | 1 |
| nand2_1 | 1 | 1 |
| a21oi_2 | 0 | 1 |
| buf_2 | 1 | 9 |
| ha_1 | 7 | 1 |
## stage by stage
stage                     power [mW]  cell area, um2  setup WS (ns)  std cells
final                          0.203             649         -0.299        102
after global routing           0.225             649         -0.376        102
after CTS                      0.197             639         -0.309        102
after detailed placement       0.171             537          -1.24         96
after global placement         0.169             537          -1.23         96
after floorplan               0.0706             318        -0.0168         32
## what timing repair did
| action | in CTS | in global routing |
|---|---|---|
| buffers inserted | 5 | 0 |
| pin swaps | 9 | 5 |
| gates resized | 65 | 3 |
| cloned | 1 | 0 |
| setup endpoints to repair | 7 | 7 |
Power is estimated from default activity; no workload was simulated.
