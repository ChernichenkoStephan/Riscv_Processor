`/design/flow/constraint.sdc`:
```
current_design miriscv_dm

set clk_period 32.2
set clk_io_pct 0.2

create_clock -name clk0 -period $clk_period [get_ports {clk_i}]

set non_clock_inputs [all_inputs -no_clocks]
set_input_delay [expr $clk_period * $clk_io_pct] -clock clk0 $non_clock_inputs
set_output_delay [expr $clk_period * $clk_io_pct] -clock clk0 [all_outputs]
```
`/design/flow/config.mk`:
```
export PLATFORM = sky130hd
export DESIGN_NAME = miriscv_dm
export DESIGN_NICKNAME = miriscv_dm
export VERILOG_FILES = /design/flow/design.v
export SDC_FILE = /design/flow/constraint.sdc
export NUM_CORES = 4
export LEC_CHECK = 1
export CORE_UTILIZATION = 30
export SYNTH_HDL_FRONTEND = slang
```
`/design/flow/design.v`:
```
module miriscv_dm (
  input                 clk_i,
  input       [3:0]     I,       
  input       [31:0]    addr_i,  
  input       [31:0]    wd_i,    
  input                 we_i,    
  output wire [31:0]    rd_o     
  );
  reg [31:0] MEM [0:63];  
  initial $readmemb ("C:\\altera\\13.0sp1\\Projects\\Riscv_Processor\\data\\data.txt", MEM);
  assign rd_o = MEM[addr_i[7:2]];  
  always @ (posedge clk_i)
  begin
    if (we_i)
      begin
        MEM[addr_i[7:2]] <= wd_i;
      end
  end
endmodule
```
`/design/flow/run.sh`:
```
#!/bin/bash
# OpenROAD 26Q1-2900-gdf79404cd8, Yosys 0.63+post, stock flow scripts
make -C /OpenROAD-flow-scripts/flow DESIGN_CONFIG=/design/flow/config.mk WORK_HOME=/design/flow/orfs finish
```
==> changes_impl.md <==
## Implementation

- Top cells by area: edfxtp_1 (79%), mux2i_1 (3.3%), mux4_2 (2.8%)
- Inst Count DP: 7571
- Final setup fails: 0
- Vias in the first global route: 43884
- Max reg flops: 2048
- Gate power share: 5.4%
- Gates resized, CTS repair: 0
- Synth flops: 2048
- TritonCTS Sinks: 2048
- Yosys Chip Area: 78300 um^2
- Cell area after layout: 89700 um^2
- Fraction of registers with async set/reset: 0%
- Hold Path Origin: wd_i[21]
- CTS Buffer Depth: 3
- Slowest stage cell, crit path: a211oi_1
- Crit-path max cell delay: 0.78 ns
- Worst Tran Pin Value: 0.914 ns
- Critical Path Sink Type: output pin
- Total tool warning count: 56
- CP most frequent cell: buf_4
- CP bufs+invs: 5
- Filler instances: 23648
- Initial antenna violation count: 8
- Total global routing track utilization: 16.9%
- Post-Route WL: 208000 um
- Count leader, synth: edfxtp_1
- Final core occ: 34.6%
- Hold Path Class: primary input to register
- Placed wire-length estimate: 116000 um
- Final Max Tran Viols: 0
- Overflow after GRT: 0
- Die height: 513 um
- Register area share after synthesis: 78.6%
- Init Core Util: 30.2%
- Mapped Area: 78300 um^2
- Worst path required time: 25.76 ns
- RSZ-0062 raised after global routing: false
- DRT Pass-1 Iters: 7
- Layout cells sized above 1: 17.8%
- Synth top cells by count: edfxtp_1 (2048), mux2i_1 (259), a22oi_1 (188)
- Syn avg cell area: 18.6 um^2
- Antenna-violating nets left: 0
- Min Tclk post-route: 17.49 ns
- Root buffer cell: clkbuf_16
- Max_cap viols: 0
- Final hold vios: 0
- CTS Hold Bufs: 0
- DRC violations left: 0
- Worst path arrival time: 11.05 ns
- Synth warn: 0
- Vias/cell: 5.21
- Top delay family on crit path: buffers and inverters
- Final Cycle Share: 54.3%
- Yosys cell count: 4207
- Die area: 263000 um^2
- H-Tree Depth: 4
- Leakage: 28.1 nW
- CP startpoint kind: primary input
- Core area: 259000 um^2
- Synth-to-Final Area Change: 14.6%
- DR WL/cell: 26.2 um
- Sequential fraction of design power: 54.7%
- Power Density: 60.2 nW/um^2
- Status: finished clean
- Hold Path Sink: MEM[22][21]
- Mapped Cells: 4207
- Dominant flop cell: edfxtp_1
- # IOs: 102
- Post-route setup TNS: 0 ns
- DR iter-0 viols: 2819
- CTS clk-pin slew, worst paths: 0.06 ns
- Die x size: 513 um
- Psw: 1.16 mW
- Worst VDD drop: 0.0454 mV
- EDFF count, synth: 2048
- Fmax: 57.2 MHz
- Dpl cell area: 83800 um^2
- Sw Share: 21.4%
- TritonCTS Buffers: 189
- Top cell type by total area after synthesis: edfxtp_1
- Crit-path cells: buf_8 > buf_4 > and2_1 > buf_4 > a22o_1 > nor3_1 > a211oi_1 > a2111oi_0 > buf_4 > nand3_1 > clkdlybuf4s50_1
- Clock power share: 39.9%
- Rows: 187
- Pin count of the biggest net entering global routing: 93
- Top cell area share: 78.6%
- Setup CP Type: primary input to output pin
- Via count: 41252
- Pint: 4.25 mW
- WHS Path Cells: 1
- Netlist cell types: 55
- TritonCTS clock tree: done
- Post-CTS Setup Bufs: 0
- # port buffers: 71
- Final instance count without filler cells: 7921
- Critical path fanouts, max: 60
- Gp weighted congestion: 0.871
- Rel. slew slack: 38.7%
- First-pass GRT wire length: 302000 um
power by group through the flow:
stage | Clock [mW] | Combinational (mW) | Sequential, mW
CTS | 2.19 | 0.295 | 2.96
finish | 2.16 | 0.290 | 2.96
global route | 2.30 | 0.314 | 2.95
metal layers:
layer | wire length [um] | global-route usage, %
met1 | 70400 | 19.0
met2 | 95900 | 25.3
met3 | 34800 | 12.9
met4 | 6360 | 4.27
met5 | 360 | 0.950
area by class of cell:
cell class              instances  area, um^2  share of cell area (%)
inverters                       2        15.0                  0.0167
well taps                    3402        4260                    4.74
flip-flops and latches       2048       61500                    68.5
diodes                          3        7.51                 0.00836
clock inverters               103         888                   0.990
multi-input cells            1859       16100                    17.9
repair buffers                260        2010                    2.24
clock buffers                 244        5020                    5.59
cells by family after synthesis:
group | share of synthesized area, %
AND-OR/OR-AND | 8.73
buffers and inverters | 1.70
flip-flops | 78.6
multiplexers | 8.19
AND/OR/NAND/NOR | 2.83
worst max path at each step:
stage           to  slack, ns       from  cells after the start
4_1_cts   rd_o[11]      14.65  addr_i[4]                     11
5_1_grt    rd_o[8]      14.50  addr_i[4]                     11
6_report   rd_o[8]      14.71  addr_i[4]                     11
placed cells by master (no fill, tap or decap), types with 67 or more instances in the layout:
master and count:
a21oi_1 121, a221oi_1 175, a22oi_1 188, and3_1 85
buf_4 187, clkbuf_16 193, edfxtp_1 2048, mux2_2 147
mux2i_1 259, mux4_2 96, nor2_1 77, nor2_4 67
o21ai_0 84, o22a_1 70, o22ai_1 93
metrics by stage:
| step | setup slack, ns | hold WS, ns | power, mW |
|---|---|---|---|
| 4_1_cts | 14.65 | 6.02 | 5.44 |
| 6_report | 14.71 | 6.05 | 5.40 |
| 2_1_floorplan | 17.21 | 6.54 | 3.15 |
| 5_1_grt | 14.50 | 6.04 | 5.57 |
| 3_5_place_dp | 14.67 | 6.92 | 3.31 |
| 3_3_place_gp | 14.65 | 6.91 | 3.30 |
Power and IR drop assume default switching activity.
